<file path="./design.v">
module alu(input[31:0] instruction, input[31:0] regA, input[31:0] regB, output[31:0] result, output[2:0] flags);
reg[5:0] opcode, function_code;
reg[4:0] shift_amount, rs_address, rt_address;
reg[31:0] sign_immediate, unsign_immediate;
reg[31:0] reg_result, temp_A, temp_B;
reg[2:0] reg_flag;
always @(instruction, regA, regB) begin
    temp_A = regA;
    temp_B = regB;
    reg_flag = 3'b000;
    opcode = instruction[31:26];
    function_code = instruction[5:0];
    rs_address = instruction[25:21];
    rt_address = instruction[20:16];
    shift_amount = instruction[10:6];
    sign_immediate = {{16{instruction[15]}}, instruction[15:0]};
    unsign_immediate = {{16{1'b0}}, instruction[15:0]};
    if (opcode == 6'b000000)
    begin
        case (function_code)
            6'b100000: begin         
                reg_result = temp_A + temp_B;
                if ( (temp_A[31]==0 && temp_B[31]==0 && reg_result[31]==1) || (temp_A[31]==1 && temp_B[31]==1 && reg_result[31]==0) ) begin
                    reg_flag = 3'b001;
                end
                else begin
                    reg_flag = 3'b000;
                end
            end
            6'b100001: begin         
                reg_result = temp_A + temp_B;
            end
            6'b100010: begin         
                if (rs_address == 5'b00000) begin
                    reg_result = temp_A - temp_B;   
                    if ( (temp_A[31]==0 && temp_B[31]==1 && reg_result[31]==1) || (temp_A[31]==1 && temp_B[31]==0 && reg_result[31]==0) ) begin
                        reg_flag = 3'b001;
                    end
                    else begin
                        reg_flag = 3'b000;
                    end
                end
                else if (rs_address == 5'b00001) begin
                    reg_result = temp_B - temp_A;
                    if ( (temp_B[31]==0 && temp_A[31]==1 && reg_result[31]==1) || (temp_B[31]==1 && temp_A[31]==0 && reg_result[31]==0) ) begin
                        reg_flag = 3'b001;
                    end
                    else begin
                        reg_flag = 3'b000;
                    end
                end
            end
            6'b100011: begin         
                if (rs_address == 5'b00000) begin
                    reg_result = temp_A - temp_B;   
                end
                else if (rs_address == 5'b00001) begin
                    reg_result = temp_B - temp_A;
                end
            end
            6'b100100: begin         
                reg_result = temp_A & temp_B;
            end
            6'b100111: begin         
                reg_result = ~(temp_A | temp_B);
            end
            6'b100101: begin         
                reg_result = temp_A | temp_B;
            end
            6'b100110: begin         
                reg_result = temp_A ^ temp_B;
            end
            6'b101010: begin         
                if (rs_address == 5'b00000) begin
                    reg_result = temp_A - temp_B;   
                end
                else if (rs_address == 5'b00001) begin
                    reg_result = temp_B - temp_A;
                end
                if ( reg_result[31] == 1'b1 ) begin
                    reg_flag = 3'b010;
                end
                else begin
                    reg_flag = 3'b000;
                end
            end
            6'b101011: begin         
                if (rs_address == 5'b00000) begin
                    reg_result = temp_A - temp_B;   
                    if (temp_A < temp_B) begin
                        reg_flag = 3'b010;
                    end
                    else begin
                        reg_flag = 3'b000;
                    end
                end
                else if (rs_address == 5'b00001) begin
                    reg_result = temp_B - temp_A;
                    if (temp_B < temp_A) begin
                        reg_flag = 3'b010;
                    end
                    else begin
                        reg_flag = 3'b000;
                    end
                end
            end
            6'b000000: begin         
                if (rt_address == 5'b00000) begin
                    reg_result = temp_A << shift_amount;   
                end
                else if (rt_address == 5'b00001) begin
                    reg_result = temp_B << shift_amount;
                end
            end
            6'b000100: begin         
                if (rt_address == 5'b00000) begin
                    reg_result = temp_A << temp_B;   
                end
                else if (rt_address == 5'b00001) begin
                    reg_result = temp_B << temp_A;
                end
            end
            6'b000010: begin         
                if (rt_address == 5'b00000) begin
                    reg_result = temp_A >> shift_amount;   
                end
                else if (rt_address == 5'b00001) begin
                    reg_result = temp_B >> shift_amount;
                end
            end
            6'b000110: begin         
                if (rt_address == 5'b00000) begin
                    reg_result = temp_A >> temp_B;   
                end
                else if (rt_address == 5'b00001) begin
                    reg_result = temp_B >> temp_A;
                end
            end
            6'b000011: begin         
                if (rt_address == 5'b00000) begin
                    reg_result = temp_A >>> shift_amount;   
                end
                else if (rt_address == 5'b00001) begin
                    reg_result = temp_B >>> shift_amount;
                end
            end
            6'b000111: begin         
                if (rt_address == 5'b00000) begin
                    reg_result = temp_A >>> temp_B;   
                end
                else if (rt_address == 5'b00001) begin
                    reg_result = temp_B >>> temp_A;
                end
            end
        endcase
    end
    else if (opcode == 6'b001000) begin    
        if (rs_address == 5'b00000) begin
            reg_result = temp_A + sign_immediate;   
            if ( (temp_A[31]==0 && sign_immediate[31]==0 && reg_result[31]==1) || (temp_A[31]==1 && sign_immediate[31]==1 && reg_result[31]==0) ) begin
                reg_flag = 3'b001;
            end
            else begin
                reg_flag = 3'b000;
            end
        end
        else if (rs_address == 5'b00001) begin   
            reg_result = temp_B + sign_immediate;
            if ( (temp_B[31]==0 && sign_immediate[31]==0 && reg_result[31]==1) || (temp_B[31]==1 && sign_immediate[31]==1 && reg_result[31]==0) ) begin
                reg_flag = 3'b001;
            end
            else begin
                reg_flag = 3'b000;
            end
        end
    end
    else if (opcode == 6'b001000) begin    
        if (rs_address == 5'b00000) begin
            reg_result = temp_A + sign_immediate;   
        end
        else if (rs_address == 5'b00001) begin   
            reg_result = temp_B + sign_immediate;
        end
    end
    else if (opcode == 6'b001100) begin    
        if (rs_address == 5'b00000) begin
            reg_result = temp_A & unsign_immediate;   
        end
        else if (rs_address == 5'b00001) begin
            reg_result = temp_B & unsign_immediate;
        end
    end
    else if (opcode == 6'b001101) begin    
        if (rs_address == 5'b00000) begin
            reg_result = temp_A | unsign_immediate;   
        end
        else if (rs_address == 5'b00001) begin
            reg_result = temp_B | unsign_immediate;
        end
    end
    else if (opcode == 6'b001110) begin    
        if (rs_address == 5'b00000) begin
            reg_result = temp_A ^ unsign_immediate;   
        end
        else if (rs_address == 5'b00001) begin
            reg_result = temp_B ^ unsign_immediate;
        end
    end
    else if (opcode == 6'b000100) begin    
        if (rs_address == 5'b00000) begin
            reg_result = temp_A - temp_B;   
        end
        else if (rs_address == 5'b00001) begin
            reg_result = temp_B - temp_A;
        end
        if (reg_result == 32'b0) begin
            reg_flag = 3'b100;
        end
        else begin
            reg_flag = 3'b000;
        end
    end
    else if (opcode == 6'b000101) begin    
        if (rs_address == 5'b00000) begin
            reg_result = temp_A - temp_B;   
        end
        else if (rs_address == 5'b00001) begin
            reg_result = temp_B - temp_A;
        end
        if (reg_result == 32'b0) begin
            reg_flag = 3'b100;
        end
        else begin
            reg_flag = 3'b000;
        end
    end
    else if (opcode == 6'b001010) begin    
        if (rs_address == 5'b00000) begin
            reg_result = temp_A - sign_immediate;   
        end
        else if (rs_address == 5'b00001) begin
            reg_result = temp_B - sign_immediate;
        end
        if ( reg_result[31] == 1'b1 ) begin
            reg_flag = 3'b010;
        end
        else begin
            reg_flag = 3'b000;
        end
    end
    else if (opcode == 6'b001011) begin    
        if (rs_address == 5'b00000) begin
            reg_result = temp_A - unsign_immediate;   
            if (temp_A < unsign_immediate) begin
                reg_flag = 3'b010;
            end
            else begin
                reg_flag = 3'b000;
            end
        end
        else if (rs_address == 5'b00001) begin
            reg_result = temp_B - unsign_immediate;
            if (temp_B < unsign_immediate) begin
                reg_flag = 3'b010;
            end
            else begin
                reg_flag = 3'b000;
            end
        end
    end
    else if (opcode == 6'b100011) begin      
        if (rs_address == 5'b00000) begin
            reg_result = temp_A + sign_immediate;   
        end
        else if (rs_address == 5'b00001) begin
            reg_result = temp_B + sign_immediate;
        end
    end
    else if (opcode == 6'b101011) begin      
        if (rs_address == 5'b00000) begin
            reg_result = temp_A + sign_immediate;   
        end
        else if (rs_address == 5'b00001) begin
            reg_result = temp_B + sign_immediate;
        end
    end
end
assign result = reg_result;
assign flags = reg_flag;
endmodule
</file>
<file path="./run.sh">
#!/bin/bash
# OpenROAD 26Q1-2900-gdf79404cd8, Yosys 0.63+post, stock flow scripts
make -C /OpenROAD-flow-scripts/flow DESIGN_CONFIG=/design/flow/config.mk WORK_HOME=/design/flow/orfs finish
</file>
<file path="./config.mk">
export PLATFORM = sky130hd
export DESIGN_NAME = alu
export DESIGN_NICKNAME = alu
export VERILOG_FILES = /design/flow/design.v
export SDC_FILE = /design/flow/constraint.sdc
export NUM_CORES = 4
export LEC_CHECK = 1
export CORE_UTILIZATION = 40
</file>
<file path="./constraint.sdc">
current_design alu

set clk_period 15.3
set clk_io_pct 0.2

create_clock -name clk0 -period $clk_period

set non_clock_inputs [all_inputs -no_clocks]
set_input_delay [expr $clk_period * $clk_io_pct] -clock clk0 $non_clock_inputs
set_output_delay [expr $clk_period * $clk_io_pct] -clock clk0 [all_outputs]
</file>
==> Slide: Implementation Results <==
Flow Results at a Glance

Status
  – Status: completed

Finish
  – Most frequent logic cell in the layout: a21oi_1
  – Area Overhead vs Synth: 8.80%
  – Sequential Area: 480 sq um
  – Max reg flops: 32
  – Filler cells: 6,862
  – Fin util: 44.1%
  – Share of cells above drive strength 1: 6.28%
  – Gate Area: 23,400 sq um
  – Final Instance Count excl. Fillers: 4,731
  – Most frequent cells in the layout: a21oi_1 (388), nor2_1 (379), nand2_1 (330)

Critical path
  – Cell repeated most along the worst path: nor3_1
  – Slowest-stage cell, CP: o311ai_0
  – WP data required: 12,240 ps
  – Family with the most delay on the worst path: simple AND/OR/NAND/NOR gates
  – CP max FO: 13
  – Crit-path cells: clkdlybuf4s50_1, inv_1, ha_1, nor3_1, o311ai_0, nand3_1, nor3_1, a21oi_1, mux2i_1, nor4b_1, nand4b_1, nor4b_1, nand4b_1, nor3_1, clkdlybuf4s50_1
  – CP max stage delay: 790 ps
  – Critical Path AT: 8720 ps
  – Critical path type: in -> out
  – Startpoint Class: input port
  – Crit. End Element: output port
  – Worst Path Buf+Inv: 3

Drt
  – Via density: 6.76
  – Initial DRC count: 3,695
  – First-pass DRT Iterations: 8
  – Routed WL: 153,000 um
  – Inserted Diodes: 0
  – Post-route ant nets: 0
  – Via count: 32,000
  – DRC viols: 0
  – Drt wl/cell: 32.3 um

Floorplanning
  – Die Y: 255 um
  – Core area: 63,200 sq um
  – Die ar.: 65,000 sq um
  – Initial Util: 40.5%
  – Die X: 255 um
  – Io pins: 131
  – Rows: 92

Run
  – Number of max-cap violations: 0
  – Tool Warnings: 208

GRT
  – First-pass GRT wire length: 213,000 um
  – Largest net degree at the start of global routing: 61
  – Antenna violations before repair: 5
  – Grt total ovfl: 0
  – Vias in the first global route: 28,800
  – Overall routing resource usage: 46.4%

Clock network
  – CTS resizes: 0
  – Post-CTS Setup Inserts: 0
  – Hold_buf cts: 0

STA
  – Hold Vio Cnt, Final: 0
  – Worst slew margin: 22.9%
  – Final Max Slew Viols: 0
  – F_max: 84.9 MHz
  – Endpoints failing setup: 0
  – Setup slack after layout: 3520 ps
  – Crit share post-route: 77.0%
  – Register pins left without a clock: 32
  – Final critical path time including I/O delays and setup: 11,780 ps
  – RSZ-0062 raised after global routing: false
  – Total negative slack: 0 ps
  – Endpoints left unconstrained: 64
  – Worst Tran Pin Value: 1160 ps

Pwr
  – Total Power: 1270 uW
  – PwrDens: 45.4 nW/um^2
  – Static Leak: 0.0115 uW
  – VDD IR max: 0.0226 mV

Synthesis
  – Commonest flop: dlxtn_1
  – Yosys chip area: 25,600 sq um
  – Synth Area per Inst: 6.58 sq um
  – Gate Count Post-Synth: 3,892
  – EDFF count, synth: 0
  – Distinct lib cells: 104
  – Async S/R FF share, synth: 0%
  – Yosys warnings: 67
  – Synthesized area: 25,600 sq um
  – Yosys cell count: 3,892
  – Seq cells post-synth: 32

Placement
  – Count of input and output buffers: 131
  – # placed instances: 4,731
  – Place WS: 3730 ps
  – Placer Congestion: 1.12
  – DPL Wire Length: 123,000 um

Hold path
  – Hold crit path type: in -> out
-- area by class of cell --
type | instances | area share (%)
well taps | 846 | 3.80
inverters | 200 | 2.70
flip-flops and latches | 32 | 1.73
repair buffers | 249 | 7.81
multi-input cells | 3404 | 84.0
-- worst paths after layout --
path / start / endpoint / slack [ps] / cells past startpoint
setup / recovery: regA[2] / flags[2] / 3520 / 15
hold / removal: instruction[0] / flags[1] / 7140 / 5
-- Yosys cell counts, types with 43 or more instances --
library cell  instances  area [sq um]
nor2_1              380          1430
a21oi_1             390          1950
nand3_1              90           450
o31ai_1              43           323
nand2_1             331          1240
mux2i_1             225          2250
nor3_1              166           831
a21o_1               69           518
xnor2_1             199          1740
nor4_1               53           332
ha_1                288          3600
inv_1               192           721
a31oi_1              45           282
clkbuf_1            186           698
a211oi_1             73           548
o21ai_0             253          1270
o211ai_1             62           465
-- where the power goes --
part | switching, uW | internal, uW
registers | 31.2 | 25.6
clock network | 0 | 0
logic | 777 | 432
total | 808 | 458
-- metrics by stage --
stage	cell area, sq um	hold slack (ps)
2_1_floorplan	25600	6380
3_3_place_gp	27800	7120
3_5_place_dp	27800	7100
4_1_cts	27800	7120
5_1_grt	27800	7150
6_report	27800	7140
-- kinds of logic (layout without fill, tap and decap cells) --
| group | Yosys count | after routing | synth area share [%] |
|---|---|---|---|
| buffers and inverters | 456 | 449 | 7.06 |
| xor gates and xnor gates | 233 | 233 | 7.97 |
| AOI/OAI and AO/OA | 1330 | 1330 | 34.1 |
| and+or+nand+nor | 1280 | 1280 | 23.7 |
| latches | 32 | 32 | 1.88 |
| muxes | 266 | 266 | 10.6 |
| adders and majority gates | 295 | 295 | 14.6 |
-- layer usage --
metal  wire length (um)  part of all wire [%]  track usage (%)  vias up
li1                   -                     -                -    14400
met1              61600                    40             60.4    15200
met2              65000                    43             69.8     1908
met3              15000                   9.8             10.5      462
met4              11000                   7.2             27.2       12
met5                241                  0.16             2.03        -
Power and IR drop assume default switching activity.
